File: design/flow/design.v
`timescale 1ns / 1ps
module CLA_16bit_ripple(   in1, in2, c_in, sum, c_out  );
    input [15:0] in1 , in2;
    input c_in;
    output [15:0] sum;
    output c_out;
	wire [2:0] carry;  
	CLA_4bit cla4(.in1(in1[15:12]), .in2(in2[15:12]), .c_in(carry[2]), .sum(sum[15:12]), .c_out(c_out));
	CLA_4bit cla3(.in1(in1[11:8]), .in2(in2[11:8]), .c_in(carry[1]), .sum(sum[11:8]), .c_out(carry[2]));
	CLA_4bit cla2(.in1(in1[7:4]), .in2(in2[7:4]), .c_in(carry[0]), .sum(sum[7:4]), .c_out(carry[1]));
	CLA_4bit cla1(.in1(in1[3:0]), .in2(in2[3:0]), .c_in(c_in), .sum(sum[3:0]), .c_out(carry[0]));
endmodule
`timescale 1ns / 1ps
module CLA_4bit(in1,in2,c_in,sum,c_out);
    output c_out;  
    output [3:0] sum;    
    input c_in;      
    input [3:0] in1, in2;  
	wire [3:0] carry, G, P;  
	assign P = in1 ^ in2;  
	assign G = in1 & in2;  
	assign sum = carry ^ P;  
	assign carry[3] = (carry[0] & P[2] & P[1] & P[0]) | (G[0] & P[2] & P[1]) | (G[1] & P[2]) | G[2];  
	assign carry[2] = (carry[0] & P[1] & P[0]) | (G[0] & P[1]) | G[1];  
	assign carry[1] = G[0] | (P[0] & carry[0]);  
	assign carry[0] = c_in;  
	assign c_out = (carry[0] & P[3] & P[2] & P[1] & P[0]) | (G[0] & P[3] & P[2] & P[1]) | (G[1] & P[3] & P[2]) | (G[2] & P[3]) | G[3];  
endmodule
File: design/flow/run.sh
#!/bin/bash
# OpenROAD 26Q1-2900-gdf79404cd8, Yosys 0.63+post, stock flow scripts
make -C /OpenROAD-flow-scripts/flow DESIGN_CONFIG=/design/flow/config.mk WORK_HOME=/design/flow/orfs finish
File: design/flow/config.mk
export PLATFORM = sky130hd
export DESIGN_NAME = CLA_16bit_ripple
export DESIGN_NICKNAME = CLA_16bit_ripple
export VERILOG_FILES = /design/flow/design.v
export SDC_FILE = /design/flow/constraint.sdc
export NUM_CORES = 4
export LEC_CHECK = 1
export CORE_AREA = 10 10 78 78
export DIE_AREA = 0 0 88 88
File: design/flow/constraint.sdc
current_design CLA_16bit_ripple

set clk_period 20.0
set clk_io_pct 0.2

create_clock -name clk0 -period $clk_period

set non_clock_inputs [all_inputs -no_clocks]
set_input_delay [expr $clk_period * $clk_io_pct] -clock clk0 $non_clock_inputs
set_output_delay [expr $clk_period * $clk_io_pct] -clock clk0 [all_outputs]
==> deck_impl_summary.md <==
Key Metrics from the Run

Setup path
  – Worst path cell trace: clkdlybuf4s50_1, ha_1, a21o_1, a2111oi_4, o31a_1, o31ai_4, fa_1, xor2_1, clkdlybuf4s50_1
  – Type of destination of the critical path: primary output
  – Family of cells with the greatest summed delay on the critical path: AND-OR/OR-AND gates
  – Arrival @ worst endpoint: 6720 ps
  – Cell with the largest stage delay on the worst path: clkdlybuf4s50_1
  – Crit-path most repeated cell: clkdlybuf4s50_1
  – Required time worst endpoint: 16000 ps
  – Max stage delay on crit path: 490 ps
  – Class of the most critical setup path: input pin to primary output
  – Largest driver fanout on the critical path: 5
  – Buf+Inv Stages, Crit Path: 2
  – Startpoint type of the worst setup path: input pin

Finish
  – Filler instances: roughly 470
  – Area growth syn-to-layout: 79.9%
  – Area taken by flip-flops and latches: 0 um^2
  – Final sequential cell count: 0
  – Fin area: 1270 um^2
  – Ratio of cells with drive above 1 in the final layout: 3.82%
  – Post-layout util: 28.9%
  – Count of clock buffers in the final design: 0

Flow run
  – Tool warnings: 32
  – Max-cap violations: 0

Final timing
  – Unrepaired setup endpoints after global routing: false
  – Final tally of max-slew violations: 0
  – Clock period minus final worst setup slack: 10720 ps
  – Endpoints failing setup: 0
  – Share of the clock period used by the worst path after layout: 53.6%
  – Final hold vios: 0
  – Maximum operating frequency: 93.3 MHz
  – Worst slew pin tran: 473 ps
  – Worst Slack Setup Final: between 9000 and 10000 ps
  – Normalized max-slew margin: 68.5%
  – Accumulated negative setup slack: 0 ps

Logic synthesis
  – # Cells Yosys: a little over 80
  – Synthesized area divided by synthesized cell count: 8.74 um^2
  – Unique cell type count in the Yosys netlist: 32
  – Commonest cells post-synth: ha_1 (16), nor2_1 (6), inv_1 (5), nand2_1 (5), xnor2_1 (5)
  – Proportion of synthesized chip area in sequential cells: 0%
  – Synth top area share: 28.3%
  – Combined area of all synthesized cells: 708 um^2
  – Biggest area cells: ha_1 (28%), fa_1 (11%), xnor2_1 (6.2%), xor2_1 (4.9%), o21a_1 (4.2%)
  – Synthesized instance count: approximately 80
  – Area leader, netlist: ha_1
  – Most repeated cell in the gate-level netlist after synthesis: ha_1
  – Yosys warns: 0
  – Yosys stat area: approximately 710 um^2

Pwr
  – Power density over the cells: 31.8 nW/um^2
  – Max IR drop VDD: ~8.4 uV
  – Leakage component of the power: 0.519 nW

Drt
  – DRT Wirelength: 2.26 mm
  – Drc violations: 0
  – Antenna Diode Count: 0
  – Antenna-violating nets left: 0
  – Detail-routed via count per cell: 4.14
  – Number of detailed-route iterations in the first pass: 4
  – Average detailed-routed wire length per instance: roughly 12 um
  – Detailed Route Iter0 Violations: 12
  – Total via count after detailed routing: 758

Place
  – Placed cell area: between 1000 and 1500 um^2
  – Post-Place Worst Slack: 9280 ps
  – Final weighted congestion in routability-driven placement: 0.823
  – DP Wirelength: 2.12 mm
  – Port Buffers: 50

Clock tree
  – Post-CTS setup buffer count: 0
  – Post-CTS Hold Buffers: 0
  – Cells resized by post-CTS repair: 0

Floorplanning
  – Boundary pin count: 50
  – Die Y: 88 um
  – Effective utilization at floorplan: 16.0%
  – Placeable core region: 4410 um^2
  – Die Width: between 80 and 90 um
  – Rows: 24
  – Die footprint: slightly below 8000 um^2

Global routing
  – Total congestion overflow after global routing: 0
  – Overall routing resource usage: ~5.7%
  – Pin count of the biggest net entering global routing: 7
  – Number of antenna violations at the first check in global routing: 0
  – Number of global-route vias before repair: roughly 810
  – Wire length of the first global-routing pass: about 3.7 mm

Status
  – Outcome: complete, no violations

Worst hold path
  – Path category of the worst min-delay check: input pin to primary output
-- worst min-delay path, cell delays in order --
cell and delay [ps]:
clkdlybuf4s50_1 420, inv_1 70, fa_1 150, inv_1 40, clkdlybuf4s50_1 400
-- kinds of logic (layout without fill, tap and decap cells) --
family | count (synthesis) | count (layout) | share of synthesized area [%]
AOI/OAI and AO/OA | 28 | 28 | 33.4
adders and majority gates | 20 | 20 | 39.6
and+or+nand+nor | 19 | 19 | 13.3
xor gates and xnor gates | 9 | 9 | 11.1
buffers and inverters | 5 | 55 | 2.65
-- path summary, 6_finish.rpt --
check | cells after the start | endpoint | slack (ps) | from
min | 5 | sum[0] | 9080 | in2[0]
max | 9 | sum[13] | 9280 | in1[6]
-- through the flow --
| stage | power, mW | hold WS (ps) | instances |
|---|---|---|---|
| final | 0.0405 | 9080 | 183 |
| after floorplan | 0.0167 | 8110 | 81 |
| after CTS | 0.0417 | 9100 | 183 |
| after detailed placement | 0.0414 | 9090 | 183 |
| after global placement | 0.0418 | 9090 | 183 |
| after global routing | 0.0451 | 9140 | 183 |
-- cells in the final DEF (no fill, tap or decap), drive strengths merged --
cell and n:
a211oi 3, and3 2, o31ai 2, xnor2 5, ha 16, xor2 4, o221ai 1, clkdlybuf4s50 50
nor2 6, o211ai 1, nor3 1, a31oi 1, o21a 4, inv 5, nor2b 1, a221oi 1
a211o 1, a21oi 4, a2111oi 1, or2 1, nand4 1, o21ai 4, nand2 5, fa 4
o21bai 1, a311o 1, a21o 2, nand2b 1, and4 1, o31a 1
-- power breakdown --
part	switching, mW	internal (mW)
logic	0.0141	0.0264
registers	0	0
clock network	0	0
total	0.0141	0.0264
-- layer usage --
metal | part of all wire (%) | wire length [um] | track usage (%)
met1 | 45 | 1010 | 7.39
met2 | 44 | 1000 | 9.66
met3 | 11 | 249 | 1.59
met4 | 0 | 0 | 0
met5 | 0 | 0 | 0
-- area by class of cell --
type	count	area (um^2)	area share (%)
Inverter	5	18.8	1.47
Multi-Input combinational cell	76	689	54.1
Tap cell	52	65.1	5.11
Timing Repair Buffer	50	500	39.3
Power figures rest on the tool's default switching activity, not on a simulated workload.
