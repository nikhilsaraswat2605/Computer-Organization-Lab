## flow/run.sh

```bash
#!/bin/bash
# OpenROAD 26Q1-2900-gdf79404cd8, Yosys 0.63+post, stock flow scripts
make -C /OpenROAD-flow-scripts/flow DESIGN_CONFIG=/design/flow/config.mk WORK_HOME=/design/flow/orfs finish
```

## flow/config.mk

```make
export PLATFORM = sky130hd
export DESIGN_NAME = diff_two_nums
export DESIGN_NICKNAME = diff_two_nums
export VERILOG_FILES = /design/flow/design.v
export SDC_FILE = /design/flow/constraint.sdc
export NUM_CORES = 4
export LEC_CHECK = 1
export CORE_AREA = 10 10 120 120
export DIE_AREA = 0 0 130 130
```

## flow/constraint.sdc

```tcl
current_design diff_two_nums

set clk_period 81.8
set clk_io_pct 0.2

create_clock -name clk0 -period $clk_period

set non_clock_inputs [all_inputs -no_clocks]
set_input_delay [expr $clk_period * $clk_io_pct] -clock clk0 $non_clock_inputs
set_output_delay [expr $clk_period * $clk_io_pct] -clock clk0 [all_outputs]
```

## flow/design.v

```verilog
`timescale 1ns / 1ps
module FullAdder(in1, in2, c_in, sum, c_out);  
	 input in1, in2, c_in;  
	 output sum, c_out;  
    wire carry1,carry2;  
	wire temp_sum;       
	or (c_out, carry1, carry2);   
    HalfAdder h1(temp_sum, c_in, sum, carry2);   
	HalfAdder h2(in1, in2, temp_sum, carry1);   
endmodule
`timescale 1ns / 1ps
module HalfAdder(in1,in2,sum,c_out); 
	input in1, in2; 				 
	output sum, c_out; 				 
	assign c_out = in1 & in2; 		 
	assign sum = in1 ^ in2; 		 
endmodule
`timescale 1ns / 1ps
module RippleCarryAdder_16bit(in1, in2, c_in, sum, c_out);  
	output [15:0] sum;  
    output c_out;       
    input [15:0] in1,in2;  
    input c_in;          
	wire carry; 
    RippleCarryAdder_8bit rca1(in1[7:0], in2[7:0], c_in, sum[7:0], carry);
    RippleCarryAdder_8bit rca2(in1[15:8], in2[15:8], carry, sum[15:8], c_out);
endmodule
`timescale 1ns / 1ps
module RippleCarryAdder_32bit(in1, in2, c_in, sum, c_out);  
	 output [31:0] sum;  
    output c_out;  
    input [31:0] in1,in2;  
    input c_in;  
	wire carry;     
    RippleCarryAdder_16bit rca1(in1[15:0], in2[15:0], c_in, sum[15:0], carry); 
    RippleCarryAdder_16bit rca2(in1[31:16], in2[31:16], carry, sum[31:16], c_out);
endmodule    
`timescale 1ns / 1ps
module RippleCarryAdder_64bit(in1, in2, c_in, sum, c_out);  
	output [63:0] sum;  
    output c_out;  
    input [63:0] in1,in2;  
    input c_in;  
	wire carry; 
    RippleCarryAdder_32bit rca1(in1[31:0], in2[31:0], c_in, sum[31:0], carry);
    RippleCarryAdder_32bit rca2(in1[63:32], in2[63:32], carry, sum[63:32], c_out);
endmodule
`timescale 1ns / 1ps
module RippleCarryAdder_8bit(in1, in2, c_in, sum, c_out);  
    output [7:0] sum;  
    output c_out;  
    input [7:0] in1,in2;  
    input c_in;  
	wire [6:0] carry;  
	FullAdder fa1(in1[0], in2[0], c_in, sum[0], carry[0]);
   FullAdder fa2(in1[1], in2[1], carry[0], sum[1], carry[1]);
   FullAdder fa3(in1[2], in2[2], carry[1], sum[2], carry[2]);
   FullAdder fa4(in1[3], in2[3], carry[2], sum[3], carry[3]);
   FullAdder fa5(in1[4], in2[4], carry[3], sum[4], carry[4]);
   FullAdder fa6(in1[5], in2[5], carry[4], sum[5], carry[5]);
   FullAdder fa7(in1[6], in2[6], carry[5], sum[6], carry[6]);
   FullAdder fa8(in1[7], in2[7], carry[6], sum[7], c_out);
endmodule  
`timescale 1ns / 1ps
module diff_two_nums(in1, in2, sum, c_out);
	 output [63:0] sum;  
    output c_out;  
    input [63:0] in1,in2;  
	 wire [63:0] in1,in2;
    RippleCarryAdder_64bit rca64(in1[63:0],~ in2[63:0],64'b1, sum[63:0], c_out);
endmodule
```

==> results.cfg <==
; yosys + openroad results
[status]
status = finished clean

[floorplan]
initCoreUtil = 0.188
io_pins = 193
die_h_um = 130
rows = 40
chipArea_um2 = 16900
die-width_um = 130
coreArea_um2 = 11900

[drt]
antenna_left = 0
num_vias = 1803
drt_wl_total_mm = 7.66
wl_per_cell_um = 14.4
drc = 0
n_antenna_cell = 0
drt_iter0_drc = 11
vias_per_cell = 3.39
drt_first_pass_iters = 4

[global_routing]
grt_overflow = 0
grt_start_max_net_pins = 2
grt_antenna_before_repair = 0
grtUsageTotal = 0.0897
grt_pass1_wl_mm = 11.4
grt_pass1_vias = 2081

[worst_hold_path]
hold_class = in -> out

[final_timing]
final-setup-viol-count = 0
fmax_ghz = 0.0171
hold_viol = 0
period_needed_ns = 58.64
maxSlewHeadroom = 0.900
final_max_slew_viol_count = 0
finalCritPeriodShare = 0.717
worst_pin_slew_ns = 0.150
finalSetupTns_ns = 0
rsz0062_at_grt = no

[synth]
syn_inst = 256
common_cells = 128 x inv_1, 64 x buf_4, 63 x fa_1, 1 x ha_1
yosys.area.top_type = fa_1
ys_types = 4
yosysChipArea_um2 = 2230
ys_cells = 256
ys_seq_frac = 0
netlist_area_um2 = 2230
most_common_cell = inv_1
yosysWarnings = 0
area_leaders = fa_1 56%, buf_4 22%, inv_1 22%
syn_avg_cell_area_um2 = 8.73
top_area_frac = 0.564

[flow_run]
max_cap_violations = 0
openroad.warnings = 32

[placement]
post-dp-hpwl_mm = 7.63
gp_congestion = 0.866
place_inst = 532
portBuffers = 193

[setup_path]
cp_slowest_cell = clkdlybuf4s50_1
cp-start-kind = primary input
critPathMaxStageDelay_ns = 0.45
worstPathMaxFanout = 1
critical_path.most_common_cell = fa_1
criticalPathCategory = in -> out
critPathCaptureType = output pin
cp.arrival_ns = 42.28
required_ns = 65.44

[layout]
layout-drive-gt1-share = 0
clockBufferCount = 0
flops = 0
area_growth_pct = 73.2
logic_area_um2 = 1270
fillCellCount = 1238
final_cells = 532
ff_latch_area_um2 = 0

[power]
power_density_nw_per_um2 = 7.50
ir_worst_vdd_v = 0.00000352
power.leakage_nw = 1.91

[cts]
cts_resized = 0
post_cts_buffers = 0
cts_hold_buf = 0
-- power by group --
group	internal (mW)	switching, mW
logic	0.0202	0.00887
clock network	0	0
registers	0	0
-- logic make-up after synthesis --
family | Yosys count | synth area share
buffers and inverters | 192 | 0.430
adder cells (fa/ha/maj) | 64 | 0.570
-- final timing paths --
check,to,cells past startpoint,start
worst max-delay path,sum[63],68,in1[0]
worst min-delay path,sum[0],4,in2[0]
-- stage by stage --
stage          power (mW)  hold WS [ns]   util  instance area, um^2  setup slack (ns)
3_5_place_dp       0.0300         33.74  0.325                 3870             23.07
5_1_grt            0.0334         33.80  0.325                 3870             22.34
4_1_cts            0.0302         33.75  0.325                 3870             23.05
2_1_floorplan      0.0155         32.83      -                 2230             24.77
3_3_place_gp       0.0300         33.72  0.325                 3870             23.12
6_report           0.0290         33.74  0.325                 3870             23.16
-- cell type report --
type,count,share of cell area
timing repair buffer,193,0.499
multi-input combinational,64,0.329
inverter,128,0.124
tap,147,0.0475
-- worst max-delay path: cells and delay by family --
kind       cells  cell delay [ns]
buf+inv        4             0.99
fa+ha+maj     64            24.89
-- layer usage --
layer / vias up / share of wire / GRT usage
met5: - / 0 / 0
met4: 0 / 0 / 0
met3: 0 / 0.28 / 0.0905
met2: 183 / 0.37 / 0.132
met1: 785 / 0.35 / 0.0956
li1: 835 / - / -
-- cell usage in the layout (no fill, tap or decap) --
cell	instances
ha_1	1
clkdlybuf4s50_1	193
inv_1	128
fa_1	63
Power figures rest on the tool's default switching activity, not on a simulated workload.
