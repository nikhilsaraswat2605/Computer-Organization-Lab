===== design/flow/run.sh =====
#!/bin/bash
# OpenROAD 26Q1-2900-gdf79404cd8, Yosys 0.63+post, stock flow scripts
make -C /OpenROAD-flow-scripts/flow DESIGN_CONFIG=/design/flow/config.mk WORK_HOME=/design/flow/orfs finish

===== design/flow/design.v =====
`timescale 1ns / 1ps
module CLA_16bit_withLCU( in1, in2, c_in, sum, c_out, p, g ) ;
    output [15:0] sum;
    output c_out , p , g;
    input [15:0] in1 , in2;
    input c_in; 
    wire [3:0] P, G;  
	wire [4:1] carry;  
	CLA_4bit_augmented cla4(.in1(in1[15:12]), .in2(in2[15:12]), .c_in(carry[3]), .sum(sum[15:12]), .p(P[3]), .g(G[3]));
	CLA_4bit_augmented cla3(.in1(in1[11:8]), .in2(in2[11:8]), .c_in(carry[2]), .sum(sum[11:8]), .p(P[2]), .g(G[2]));
	CLA_4bit_augmented cla2(.in1(in1[7:4]), .in2(in2[7:4]), .c_in(carry[1]), .sum(sum[7:4]), .p(P[1]), .g(G[1]));
	CLA_4bit_augmented cla1(.in1(in1[3:0]), .in2(in2[3:0]), .c_in(c_in), .sum(sum[3:0]), .p(P[0]), .g(G[0]));
	LookaheadCarryUnit lcu(.c_in(c_in), .P(P), .G(G), .carry(carry), .P_out(p), .G_out(g));
	assign c_out = carry[4];
endmodule
`timescale 1ns / 1ps
module CLA_4bit_augmented(in1,in2,c_in,sum,p,g);
   output p,g; 
   output [3:0] sum;  
   input c_in;   
   input [3:0] in1,in2;  
	wire [3:0] carry;    
	wire [3:0] G, P;  
	assign P = in1 ^ in2;    
	assign G = in1 & in2;   
	assign p = P[0] & P[1] & P[2] & P[3];    
	assign g = (G[0] & P[3] & P[2] & P[1]) | (G[1] & P[3] & P[2]) | (G[2] & P[3]) | G[3];  
	assign sum = carry ^ P;  
	assign carry[3] = (carry[0] & P[2] & P[1] & P[0]) | (G[0] & P[2] & P[1]) | (G[1] & P[2]) | G[2];     
	assign carry[2] = (carry[0] & P[1] & P[0]) | (G[0] & P[1]) | G[1];                                
	assign carry[1] = (P[0] & carry[0]) | G[0];                                                     
	assign carry[0] = c_in;                                                                      
endmodule
`timescale 1ns / 1ps
module LookaheadCarryUnit(c_in,P,G,carry,P_out,G_out);
    output [4:1] carry;
    output P_out , G_out;
    input c_in;
    input [3:0] P , G;
    assign G_out = (P[3] & P[2] & P[1] & G[0]) | G[3] | (P[3] & G[2]) | (P[3] & P[2] & G[1]);
    assign P_out = P[3] & P[2] & P[1] & P[0];
    assign carry[4] = (c_in & P[0] & P[1] & P[2] & P[3]) | G[3] | (G[2] & P[3]) | (P[2] & P[3] & G[1]) | (G[0] & P[1] & P[2] & P[3]);
    assign carry[3] = (c_in & P[0] & P[1] & P[2]) | G[2] | (G[1] & P[2]) | (G[0] & P[1] & P[2]);
    assign carry[2] = (c_in & P[0] & P[1]) | G[1] | (G[0] & P[1]);
    assign carry[1] = (c_in & P[0]) | G[0];
endmodule
module wrapper(input clk,input rst,input [15:0] in1,input [15:0]in2, input c_in,output reg [15:0] sum, output reg c_out);
reg [15:0] in1_reg;
reg [15:0] in2_reg;
reg c_in_reg;
wire [15:0] sum_net;
wire c_out_net;
always @(posedge clk)
    begin
        if(rst) 
            begin
                in1_reg <= 16'd0;
                in2_reg <= 16'd0;
            end 
        else 
            begin
            in1_reg <= in1;
            in2_reg <= in2;
            sum<=sum_net;
        end
    end 
CLA_16bit_withLCU add(in1_reg,in2_reg, c_in_reg,sum_net, c_out_net);
endmodule

===== design/flow/config.mk =====
export PLATFORM = sky130hd
export DESIGN_NAME = wrapper
export DESIGN_NICKNAME = wrapper
export VERILOG_FILES = /design/flow/design.v
export SDC_FILE = /design/flow/constraint.sdc
export NUM_CORES = 4
export LEC_CHECK = 1
export CORE_UTILIZATION = 30

===== design/flow/constraint.sdc =====
current_design wrapper

set clk_period 10.6
set clk_io_pct 0.2

create_clock -name clk0 -period $clk_period [get_ports {clk}]

set non_clock_inputs [all_inputs -no_clocks]
set_input_delay [expr $clk_period * $clk_io_pct] -clock clk0 $non_clock_inputs
set_output_delay [expr $clk_period * $clk_io_pct] -clock clk0 [all_outputs]

==> run notes <==
Notes on the flow outputs.

- The run finished with clean final reports.
- The net switching power figure is 0.00007176 W.
- The met1 routing resource usage after global routing is 12.11%.
- For the worst setup path, the data required time is 10.53 ns.
- Net switching is 20.47% of the power.
- The multiplexer area fraction after synthesis is 0%.
- The critical path maximum fanout is 33.
- On met3, the global router reports a usage of 2.706%.
- The share of total power in combinational logic is 13.6%.
- The first global-routing pass estimated 4.533 mm of wire.
- The number of antenna violations at the first check in global routing is 0.
- The fraction of the mapped netlist area in adder cells is 13.31%.
- The area fraction in and, or, nand and nor cells reads 15.07%.
- The type of the most critical hold path reads reg2reg.
- The violation tally from detailed-route iteration zero is 24.
- The I/O pin count is 52.
- The first-pass iteration count of the detailed router is 4.
- The height of the die is 81.96 um.
- The via count of the routed design is 1165.
- The post-route clock period utilization is 31.25%.
- After synthesis, flip-flops and latches occupy 56.88% of the total area.
- The count of H-tree levels built during CTS is 2.
- The share of post-route cells with drive strength above 1 reads 3.349%.
- The mean instance size in the synthesized netlist reads 12.30 sq um.
- The clock-pin slew reported for the worst setup and hold paths after clock tree synthesis is 0.08 ns.
- Synthesis produced a netlist whose cell count is 156.
- The global-route layer with the greatest usage reads met2.
- The global placer's final weighted congestion reads 0.7542.
- The routed design has 2.612 mm of wire.
- STA classifies the critical path endpoint as a flop.
- The worst-case hold slack is 0.6154 ns.
- After routing, the total negative slack on setup checks comes to 0 ns.
- Yosys stat counts 156 cells in the synthesized netlist.
- The chip area estimate from yosys synthesis reads 1918 sq um.
- The average routed wire per standard cell is 9.197 um.
- In the final report, the number of endpoints failing setup comes to 0.
- The total power per unit cell area is 137.1 nW/um^2.
- The power consumption reads 0.0003506 W.
- The normalized max-slew margin reads 60.37%.
- The final clock skew reads 0.005948 ns.
- The static leakage power is 1.050 nW.
- The largest net degree at the start of global routing reads 34.
- The synthesized design contains 47 register bits.
- The xor and xnor area share after synthesis is 5.023%.
- Buffers inserted to repair hold after CTS numbered 0.
- The hold violation count in the final report is 0.
- The area of the multi-input gates reads 789.5 sq um.
- The die boundary width is 81.96 um.
- The CTS tree reads built.
- Across the whole layout, storage elements account for 1091 sq um.
- The remaining global-route overflow is 0.
- The area fraction in compound gates is 7.371%.
- The post-CTS resize count is 0.
- The number of diodes added for antenna fixing is 0.
- For this run, the number of Yosys warnings is 3.
- The signal arrival time at the worst endpoint reads 3.24 ns.
- The DRC violation count after routing is 0.
- The number of CTS-inserted buffers reads 5.
- The buffer type at the clock tree root reads sky130_fd_sc_hd__clkbuf_8.
- The number of pins exceeding their max-slew limit in the final report is 0.
- Looking at the max-slew report, the worst-margin pin has a slew of 0.5937 ns.
- The number of distinct standard cells referenced by the synthesized netlist reads 27.
- The buffer depth of the longest clock path reads 2.
- For this run, the detailed router reports a per-instance via density of 4.102.
- Setup repair after global routing left no endpoint under its margin.
- The total area inside the core boundary comes to 6061 sq um.
- The number of cell rows reads 28.
- Timing would allow up to 301.9 MHz.
- The count of port buffers added during placement reads 48.
- The number of global-route vias before repair is 1050.
- Sequential cells burn 58.1% of the power.
- The global routing met2 resource utilization is 15.12%.
- The area growth from synthesis to final layout is 33.33%.
- The chip area is 6717 sq um.
- Before any placement, the netlist area is recorded as 1918 sq um.
- The post-route minimum period is 3.312 ns.
- The detailed-placement wirelength estimate is 2.008 mm.
- Among logic cells in the layout, the one with the most instances is sky130_fd_sc_hd__clkdlybuf4s50_1.
- The kind of start point of the critical path reads a primary input.
- The main logic family after synthesis is simple AND/OR/NAND/NOR gates.
- The analysis reports a worst IR drop on VDD of 0.06382 mV.
- The clock share of power is 28.2%.
- The internal power contribution reads 0.0002789 W.
- Counting the fill cells in the layout gives 556.
- In the layout the commonest cells are sky130_fd_sc_hd__clkdlybuf4s50_1 (48), sky130_fd_sc_hd__nor2b_1 (34), sky130_fd_sc_hd__dfxtp_1 (32), sky130_fd_sc_hd__edfxtp_1 (15), sky130_fd_sc_hd__ha_1 (14).
- Per the skew report, the later register of the worst-skew pair sees a clock latency of 0.29 ns.
- The number of max-capacitance violations reported reads 0.
- Once the clock tree was built, the setup fixing pass inserted 0 buffers.
- The clock sink count reads 47.
- In this run the tools logged warnings totalling 26.
- Global routing used 9.104% of the available tracks across all layers.
- The critical path is of the in2reg type.
- Once detail routing completed, the nets flagged for antenna violations numbered 0.
- For this configuration, the core starts out at a cell density of 31.65%.
## cell type report
class,count,share of cell area (%)
timing repair buffer,49,19.08
sequential,47,42.66
multi-input combinational,101,30.87
clock buffer,8,3.131
tap,75,3.669
inverter,4,0.5871
## critical path, cell delays in order
cell and delay [ns]:
sky130_fd_sc_hd__clkdlybuf4s50_1 0.39, sky130_fd_sc_hd__buf_4 0.24, sky130_fd_sc_hd__inv_1 0.48
## power by group through the flow
| stage | combinational [W] | sequential, W | clock (W) |
|---|---|---|---|
| CTS | 0.0000488 | 0.000204 | 0.000104 |
| global route | 0.0000547 | 0.000205 | 0.000111 |
| finish | 0.0000478 | 0.000204 | 0.0000990 |
## routing by layer
metal | vias up | share of wire [%]
met2 | 37 | 48
met4 | 0 | 2.4
li1 | 622 | -
met5 | - | 0
met1 | 501 | 43
met3 | 5 | 6.8
## cell usage after synthesis
| library cell | number | area (sq um) |
|---|---|---|
| sky130_fd_sc_hd__nor2b_1 | 34 | 212.7 |
| sky130_fd_sc_hd__dfxtp_1 | 32 | 640.6 |
| sky130_fd_sc_hd__edfxtp_1 | 15 | 450.4 |
| sky130_fd_sc_hd__ha_1 | 14 | 175.2 |
| sky130_fd_sc_hd__nor2_1 | 8 | 30.03 |
| sky130_fd_sc_hd__xnor2_1 | 6 | 52.55 |
| sky130_fd_sc_hd__o21a_1 | 5 | 37.54 |
| sky130_fd_sc_hd__xor2_1 | 5 | 43.79 |
| sky130_fd_sc_hd__a21oi_1 | 4 | 20.02 |
| sky130_fd_sc_hd__fa_1 | 4 | 80.08 |
| sky130_fd_sc_hd__inv_1 | 4 | 15.01 |
| sky130_fd_sc_hd__clkbuf_1 | 3 | 11.26 |
| sky130_fd_sc_hd__nand2_1 | 3 | 11.26 |
| sky130_fd_sc_hd__o21ai_0 | 3 | 15.01 |
| sky130_fd_sc_hd__and2_1 | 2 | 12.51 |
| sky130_fd_sc_hd__buf_4 | 2 | 15.01 |
| sky130_fd_sc_hd__o21ai_1 | 2 | 10.01 |
| sky130_fd_sc_hd__a311o_1 | 1 | 10.01 |
| sky130_fd_sc_hd__and3_1 | 1 | 6.260 |
| sky130_fd_sc_hd__conb_1 | 1 | 3.750 |
| sky130_fd_sc_hd__nand3_1 | 1 | 5.000 |
| sky130_fd_sc_hd__nor3_1 | 1 | 5.000 |
| sky130_fd_sc_hd__o221a_1 | 1 | 11.26 |
| sky130_fd_sc_hd__o22a_1 | 1 | 8.760 |
| sky130_fd_sc_hd__o31ai_1 | 1 | 7.510 |
| sky130_fd_sc_hd__o31ai_4 | 1 | 21.27 |
| sky130_fd_sc_hd__or3_1 | 1 | 6.260 |
## final timing paths
check,depth (start not counted),endpoint,slack (ns),startpoint
worst max-delay path,3,sum[3],7.29,rst
worst min-delay path,1,sum[8],0.62,in2_reg[8]
worst max register to register,8,sum[13],7.75,in1_reg[1]
worst min register to register,1,sum[8],0.62,in2_reg[8]
## kinds of logic (layout without fill, tap and decap cells)
kind of cell | after synthesis | count (layout)
xor+xnor | 11 | 11
buf+inv | 9 | 61
fa+ha+maj | 18 | 18
compound gates | 19 | 19
simple gates | 51 | 51
flops | 47 | 47
other cells | 1 | 2
## through the flow
| step | util (%) | instances | setup slack [ns] | area (sq um) |
|---|---|---|---|---|
| detailed placement | 40.88 | 276 | 6.931 | 2477 |
| global route | 42.20 | 284 | 7.176 | 2557 |
| finish | 42.20 | 284 | 7.288 | 2557 |
| global placement | 40.88 | 276 | 6.941 | 2477 |
| CTS | 42.20 | 284 | 7.251 | 2557 |
| floorplan | - | 157 | 7.605 | 1922 |
Power figures rest on the tool's default switching activity, not on a simulated workload.
